**flow/run.sh**
```bash
#!/bin/bash
# OpenROAD 26Q1-2900-gdf79404cd8, Yosys 0.63+post, stock flow scripts
make -C /OpenROAD-flow-scripts/flow DESIGN_CONFIG=/design/flow/config.mk WORK_HOME=/design/flow/orfs finish
```
**flow/config.mk**
```make
export PLATFORM = sky130hd
export DESIGN_NAME = top
export DESIGN_NICKNAME = top
export VERILOG_FILES = /design/flow/design.v
export SDC_FILE = /design/flow/constraint.sdc
export NUM_CORES = 4
export LEC_CHECK = 1
export CORE_AREA = 10 10 97 97
export DIE_AREA = 0 0 107 107
```
**flow/constraint.sdc**
```tcl
current_design top

set clk_period 5.2
set clk_io_pct 0.2

create_clock -name clk0 -period $clk_period [get_ports {clk}]

set non_clock_inputs [all_inputs -no_clocks]
set_input_delay [expr $clk_period * $clk_io_pct] -clock clk0 $non_clock_inputs
set_output_delay [expr $clk_period * $clk_io_pct] -clock clk0 [all_outputs]
```
**flow/design.v**
```verilog
`timescale 1ns/1ps
module freq_div(
    input logic clk,        
    output logic clk_out,   
    output logic x,         
    output logic y);        
    parameter frequency = 27_000_000;                    
    parameter freq_out = 500;                          
    parameter max_count = frequency / (2 * freq_out);    
    logic [24:0] count;   
    initial begin
        count = 0;
        clk_out = 0;
        x=0;
        y=1;
    end
    always @(posedge clk) begin     
        if (count == max_count - 1) begin
            clk_out <= ~clk_out;
            x <= ~x;             
            y <= ~y;
            count <= 0;
        end 
        else begin
            count <= count + 1;
        end
    end
endmodule
`timescale 1ns/1ps
module ham_decoder(
    input logic [6:0] e,  
    output logic [3:0] p,   
    output logic [3:0] c);  
    assign p[3] = 1'b0;      
    assign p[2] = e[3] ^ e[6] ^ e[5] ^ e[4];
    assign p[1] = e[1] ^ e[6] ^ e[5] ^ e[2];
    assign p[0] = e[0] ^ e[6] ^ e[4] ^ e[2];
    logic [6:0] corrected_e;
    assign corrected_e[0] = (p == 4'b0001) ? ~e[0] : e[0];
    assign corrected_e[1] = (p == 4'b0010) ? ~e[1] : e[1];
    assign corrected_e[2] = (p == 4'b0011) ? ~e[2] : e[2];
    assign corrected_e[3] = (p == 4'b0100) ? ~e[3] : e[3];
    assign corrected_e[4] = (p == 4'b0101) ? ~e[4] : e[4];
    assign corrected_e[5] = (p == 4'b0110) ? ~e[5] : e[5];
    assign corrected_e[6] = (p == 4'b0111) ? ~e[6] : e[6];
    assign c = ~{corrected_e[6], corrected_e[5], corrected_e[4], corrected_e[2]};
endmodule
`timescale 1ns/1ps
module mux(
    input logic clk_out,     
    input logic [3:0] i,     
    input logic [3:0] p,     
    output logic [3:0] w     
);
    always_comb begin
        w = (clk_out) ? p : i;  
    end
endmodule
`timescale 1ns/1ps
module seg_decoder(input logic [3:0] w, output logic [6:0] d);
    assign d[6] =  w[1] | w[3] | (~w[2] & ~w[0]) | (w[2] & w[0]);    
    assign d[5] = ~w[2] | w[1] | ~w[0];                             
    assign d[4] = ~w[1] | w[2] | w[0];                              
    assign d[3] = (~w[2] & ~w[0]) | (~w[2] & w[1]) + (w[1] & ~w[0]) | (w[2] & ~w[1] & w[0]);   
    assign d[2] = (~w[2] & ~w[0]) | (w[1] & ~w[0]);                 
    assign d[1] = w[3] | (~w[1] & ~w[0]) | (w[2] & ~w[1]);          
    assign d[0] = w[3] | (~w[2] & w[1]) | (w[2] & ~w[0]) | (w[2] & ~w[1]);   
endmodule
`timescale 1ns/1ps
module top(
    input logic clk,
    input logic [3:0] i,    
    input logic [6:0] e,    
    output logic [6:0] d,   
    output logic [3:0] c,   
    output logic x,         
    output logic y);        
    logic [3:0] p;    
    logic [3:0] w;    
    logic clk_out;    
    ham_decoder ham (.e(e), .p(p), .c(c));
    freq_div freq (.clk(clk), .clk_out(clk_out), .x(x), .y(y));
    mux mux (.clk_out(clk_out), .i(i), .p(p), .w(w));
    seg_decoder bcd (.w(w), .d(d));
endmodule
```
==> impl_metrics.env <==
# physical design summary
export IMPL_post_route_cells_drive_above_1_share_pct=6.806
export IMPL_synth_cells_yosys=163
export IMPL_postPlaceCellArea_um2=1838
export IMPL_ys_async_rst_share_pct=0
export IMPL_r2r_worst_path_cells=6
export IMPL_finalSetupViolCount=0
export IMPL_cts_repair_timing_setup_buffer_count=0
export IMPL_pre_cts_slack_ns=0.9920
export IMPL_fmax_mhz=239.3
export IMPL_critical_path_reg2reg_endpoint="freq.y"
export IMPL_via_count_of_the_first_global_routing_pass=1093
export IMPL_cts_tree="done"
export IMPL_worst_ep_required_time_ns=4.16
export IMPL_leakage_nw=0.6560
export IMPL_place_detailed_instances=286
export IMPL_io_pin_count=25
export IMPL_chipWidth_um=107
export IMPL_crit_type="input pin to output port"
export IMPL_post_cts_resize_count=0
export IMPL_chipArea_um2=11450
export IMPL_drt_pre_antenna_iters=3
export IMPL_final_util_pct=26.18
export IMPL_final_hold_viol_count=0
export IMPL_p_sw_share_pct=20.85
export IMPL_yosys_area_um2=1471
export IMPL_worst_clock_skew_ns=0.009049
export IMPL_lay_top_cells="sky130_fd_sc_hd__dfxtp_1, sky130_fd_sc_hd__nor2_1, sky130_fd_sc_hd__clkdlybuf4s50_1"
export IMPL_drt_wirelength_per_cell_um=9.938
export IMPL_grt_total_usage_pct=4.967
export IMPL_max_slew_violation_count=0
export IMPL_pwr_share_seq_pct=48.0
export IMPL_worst_hold_path_num_cells=1
export IMPL_mean_syn_cell_area_um2=9.027
export IMPL_ys_seq_share_pct=40.14
export IMPL_via_count_normalized_by_instance_count=4.014
export IMPL_die_h_um=107
export IMPL_critical_path_max_fanout=6
export IMPL_tightestPinTransition_ns=0.7140
export IMPL_post_route_period_util_pct=80.37
export IMPL_period_minus_slack_ns=4.179
export IMPL_gp_congestion=0.8100
export IMPL_holdPathEnd="freq.count[24]"
export IMPL_layout_top_cell="sky130_fd_sc_hd__dfxtp_1"
export IMPL_cts_made_buffers=3
export IMPL_drtAntennaViolNets=0
export IMPL_post_route_drc_count=0
export IMPL_fin_worst_hold_slack_ns=0.4625
export IMPL_r2r_start="freq.count[0]"
export IMPL_critical_path_s_largest_stage_delay_ns=0.61
export IMPL_detail_route_antenna_diodes=0
export IMPL_synthFlopType="sky130_fd_sc_hd__dfxtp_1"
export IMPL_vias=1164
export IMPL_power_switching_mw=0.09439
export IMPL_flow_area_growth_from_synthesis_pct=29.76
export IMPL_timing_critical_path_slowest_stage_cell="sky130_fd_sc_hd__clkdlybuf4s50_1"
export IMPL_timing_critical_path_from_type="input pin"
export IMPL_port_buffers=24
export IMPL_enable_flop_cells=3
export IMPL_clk_insertion_delay_late_ns=0.27
export IMPL_synthDistinctLibCells=36
export IMPL_stdcell_count=290
export IMPL_drt_wl_total_um=2882
export IMPL_warnings=25
export IMPL_maxSlewHeadroom_pct=52.01
export IMPL_reg_to_reg_setup_timing_slack_ns=2.90
export IMPL_clk_slew_on_worst_s_h_paths_ns=0.09
export IMPL_p_int_mw=0.3583
export IMPL_grt_ovfl_total=0
export IMPL_power_combinational_fraction_pct=14.4
export IMPL_max_cap_violations=0
export IMPL_core_area_um2=7292
export IMPL_cts_hold_fix_buffers=0
export IMPL_synthesis_area_um2=1471
export IMPL_ctsLongestPathBuffers=2
export IMPL_grt_pass1_wl_um=4926
export IMPL_layout_cell_area_non_filler_um2=1909
export IMPL_layout_setup_ws_ns=1.021
export IMPL_grt_start_max_net_pins=17
export IMPL_outcome="complete, no violations"
export IMPL_hold_path_class="register to register"
export IMPL_detailed_placement_wirelength_estimate_um=2264
export IMPL_setup_worst_path_end_class="output port"
export IMPL_postSynthRegisterBits=28
export IMPL_critical_path_cell_chain="clkdlybuf4s50_1 -> xnor2_1 -> xnor2_1 -> mux2i_4 -> xor2_1 -> o21ai_1 -> clkdlybuf4s50_1"
export IMPL_numClockSinks=28
export IMPL_hold_path_startpoint="freq.count[24]"
export IMPL_n_fill_cell=797
export IMPL_antenna_found_initial=0
export IMPL_drt_first_iter_violations=51
export IMPL_grt_setup_unrepaired="no"
export IMPL_num_rows=31
export IMPL_cts_root_buffer="sky130_fd_sc_hd__clkbuf_8"
export IMPL_floorplan_initialDensity_pct=20.18
export IMPL_cts_max_level=1
export IMPL_pwr_share_clk_pct=37.6
export IMPL_post_layout_total_power_mw=0.4527
export IMPL_cp_arrival_ns=3.14
export IMPL_ir_drop_mv=0.1712
export IMPL_synthesis_warning_total=2
export IMPL_post_synthesis_cell_count=163
export IMPL_fin_setup_tns_ns=0
export IMPL_power_density_cell_area_nw_per_um2=237.1
## flip-flops by register name, summed over array words and instances, names as in the netlist
signal	flops
freq.count	25
freq.clk_out	1
freq.x	1
freq.y	1
## cell families (layout without fill, tap and decap cells)
| group | Yosys count | in the layout | synth area share (%) |
|---|---|---|---|
| buffers and inverters | 5 | 33 | 1.360 |
| AOI/OAI and AO/OA | 14 | 14 | 6.378 |
| xor gates and xnor gates | 35 | 35 | 21.85 |
| and+or+nand+nor | 78 | 78 | 26.36 |
| adders and majority gates | 1 | 1 | 0.8502 |
| DFF | 28 | 28 | 40.14 |
| muxes | 2 | 2 | 3.061 |
## area by class of cell
class / instances / area, um^2 / area share [%]
clock buffers: 3 / 41.29 / 2.163
repair buffers: 25 / 247.7 / 12.98
inverters: 4 / 15.01 / 0.7864
clock inverters: 1 / 30.03 / 1.573
multi-input cells: 130 / 860.8 / 45.09
flip-flops and latches: 28 / 590.6 / 30.93
well taps: 99 / 123.9 / 6.488
## worst max-delay path: cells and delay by family
kind | cells | cell delay, ns
xor gates and xnor gates | 3 | 0.72
muxes | 1 | 0.17
buffers and inverters | 2 | 1.08
AOI/OAI and AO/OA | 1 | 0.13
## routing by layer
metal  part of all wire (%)  global-route usage [%]  vias up
li1                       -                       -      614
met1                     52                   7.049      532
met2                     42                   7.594       16
met3                    5.3                   1.637        2
met4                   0.52                  0.1934        0
met5                      0                       0        -
## power by group through the flow
stage	logic, mW	clock network [mW]	registers, mW
after CTS	0.0667	0.175	0.217
after global routing	0.0723	0.181	0.217
final	0.0652	0.170	0.217
## synthesized netlist by cell type (2+ instances only)
library cell | instances | area [um^2]
sky130_fd_sc_hd__nor3_1 | 2 | 10.01
sky130_fd_sc_hd__and3_1 | 6 | 37.54
sky130_fd_sc_hd__edfxtp_1 | 3 | 90.09
sky130_fd_sc_hd__dfxtp_1 | 25 | 500.5
sky130_fd_sc_hd__o21ai_0 | 3 | 15.01
sky130_fd_sc_hd__nand4_1 | 4 | 25.02
sky130_fd_sc_hd__nor4_2 | 2 | 25.02
sky130_fd_sc_hd__or3_1 | 2 | 12.51
sky130_fd_sc_hd__xor2_1 | 13 | 113.9
sky130_fd_sc_hd__nand2_1 | 17 | 63.81
sky130_fd_sc_hd__mux2i_4 | 2 | 45.04
sky130_fd_sc_hd__nor2_1 | 24 | 90.09
sky130_fd_sc_hd__nor2b_1 | 2 | 12.51
sky130_fd_sc_hd__xnor2_1 | 20 | 175.2
sky130_fd_sc_hd__nand3_1 | 12 | 60.06
sky130_fd_sc_hd__o21ai_1 | 2 | 10.01
sky130_fd_sc_hd__nor4b_1 | 2 | 17.52
sky130_fd_sc_hd__inv_1 | 4 | 15.01
## how the worst max path moves through the flow
stage                 from  slack (ns)  endpoint  depth (start not counted)
after CTS             e[6]        0.99      d[3]                          7
after global routing  e[6]        0.86      d[3]                          7
final                 e[6]        1.02      d[3]                          7
Power is estimated from default activity; no workload was simulated.
